===== ./design.v =====
module Clock_Div
	#(parameter SIZE = 36)	 
	(
		input logic CLK_in,
		output logic [SIZE:0] CLKS_out
	);
	logic [SIZE:1] Counter;
	initial Counter = 'd0;
	always_ff @(posedge CLK_in)
		Counter <= Counter + 1;
	assign CLKS_out = {Counter, CLK_in};
endmodule  

===== ./run.sh =====
#!/bin/bash
# OpenROAD 26Q1-2900-gdf79404cd8, Yosys 0.63+post, stock flow scripts
make -C /OpenROAD-flow-scripts/flow DESIGN_CONFIG=/design/flow/config.mk WORK_HOME=/design/flow/orfs finish

===== ./config.mk =====
export PLATFORM = sky130hd
export DESIGN_NAME = Clock_Div
export DESIGN_NICKNAME = Clock_Div
export VERILOG_FILES = /design/flow/design.v
export SDC_FILE = /design/flow/constraint.sdc
export NUM_CORES = 4
export LEC_CHECK = 1
export CORE_UTILIZATION = 30

===== ./constraint.sdc =====
current_design Clock_Div

set clk_period 4.7
set clk_io_pct 0.2

create_clock -name clk0 -period $clk_period [get_ports {CLK_in}]

set non_clock_inputs [all_inputs -no_clocks]
set_input_delay [expr $clk_period * $clk_io_pct] -clock clk0 $non_clock_inputs
set_output_delay [expr $clk_period * $clk_io_pct] -clock clk0 [all_outputs]

==> summary.txt <==
run results: number of fill cells 462, primary flip-flop cell chosen by synthesis mapping sky130_fd_sc_hd__dfxtp_1, wire length of the first global-routing pass 4840 um, launch point of the worst reg-to-reg path Counter[1], Site Rows 25, Largest regs Counter x36, CTS Hold Bufs 0, final weighted congestion of routability-driven global placement 0.779, CP max FO 2, distinct lib cells 21, data arrival time of the worst path 2.96 ns, overflow left after global routing 0, worst voltage drop across the vdd grid 197 uV, final-report max-slew violation count 0, final critical-path setup slack 0.800 ns, most common cell after layout, fill and taps aside sky130_fd_sc_hd__clkdlybuf4s50_1, start-to-end type of the worst setup path clock port to output pin, share of async-settable or async-resettable flops after synthesis 0%, IO buf count 37, layout overhead on the synthesized area 38.6%, largest net degree at the start of global routing 13, number of enable-type register cells in the synthesized netlist 0, TritonCTS clock tree yes, number of buffers inserted to repair setup after CTS 0, full die area 5160 um^2, number of antenna violations at the first check in global routing 0, overall via count from detail_route 1123, top cell type by total area after synthesis sky130_fd_sc_hd__dfxtp_1, CP endpoint kind output pin, total track usage 12.1%, largest cells by area after synthesis sky130_fd_sc_hd__dfxtp_1, sky130_fd_sc_hd__xnor2_1, sky130_fd_sc_hd__nand4_1, count of synthesis-stage warnings from yosys 1, cell area reported after detailed placement 1890 um^2, Worst EP required 3.76 ns, DR vias/cell 4.60, Hold Startpoint Counter[1], count of instantiated cells in the yosys netlist 143, detailed router's first-iteration violation count 61, clock slew at reported path FFs 0.07 ns, fraction of final layout cells with drive strength greater than 1 10.5%, run status finished clean, post-route worst hold slack 0.433 ns, post-placement worst setup slack 1.04 ns, DIE WIDTH 71.8 um, headroom to the max-slew limit 60.0%, number of diodes added for antenna fixing 0, sequential element share of the synthesized area 49.3%, post-route antenna net violation count 0, post-synth design cell area 1460 um^2, class of the worst hold path register to register, insertion delay of the later-clocked pin in the worst-skew pair 0.39 ns, Pre-Repair DR Iteration Count 4, vertical die size 71.8 um, Area leader share 49.3%, number of flip-flops under the largest register name 36, register ranked first by flip-flop count Counter, post-synthesis area per instance 10.2 um^2, setup violators final 0, core area 4690 um^2, design area 2030 um^2, pre-placement core utilization 31.2%, Post-synth regs 36, Worst setup SP type clock port, MaxCap Viol Count 0, Fin Clk Skew 0.00354 ns, number of cells produced by synthesis 143, Setup TNS Final 0 ns, DRC Markers 0, leakage dissipation 0.656 nW, yosys stat area 1460 um^2, I/O pin cnt 38, vias in the first global route 1015, total tool warning count 26, most common logic cells in the final layout sky130_fd_sc_hd__clkdlybuf4s50_1, sky130_fd_sc_hd__dfxtp_1, sky130_fd_sc_hd__xnor2_1, launch point of the critical path CLK_in, routed wire length per instance 11.9 um, unrepaired setup endpoints after global routing no, fin util 43.2%, Logic cell area 716 um^2, Pwr per Cell Area 300 nW/um^2, area occupied by registers 721 um^2, cells resized by post-CTS repair 0, wire length after detailed routing 2910 um, actual transition at the worst max-transition pin 0.598 ns, DP Wirelength 2000 um, final hold viol count 0
cell type report:
cell class / count / area share (%)
sequential: 36 / 35.6
multi-input combinational: 102 / 35.3
timing repair buffer: 37 / 18.1
clock buffer: 10 / 6.60
tap: 54 / 3.33
inverter: 3 / 0.556
clock inverter: 2 / 0.494
critical path: stages:
cell and delay [ns]:
sky130_fd_sc_hd__clkbuf_8 0.11, sky130_fd_sc_hd__clkbuf_8 0.12, sky130_fd_sc_hd__clkdlybuf4s50_1 0.38
cell usage after synthesis, types with 2 or more instances:
cell type and instances:
sky130_fd_sc_hd__nor4_1 3, sky130_fd_sc_hd__nor4_4 2, sky130_fd_sc_hd__xor2_1 8, sky130_fd_sc_hd__nand4_1 17, sky130_fd_sc_hd__dfxtp_1 36, sky130_fd_sc_hd__nand3_2 3
sky130_fd_sc_hd__nand3_1 6, sky130_fd_sc_hd__nand2_1 16, sky130_fd_sc_hd__and3_1 2, sky130_fd_sc_hd__nor2_1 9, sky130_fd_sc_hd__nor3_1 3, sky130_fd_sc_hd__xnor2_1 26
sky130_fd_sc_hd__buf_4 2, sky130_fd_sc_hd__inv_1 3
through the flow:
| step | instances | power, mW |
|---|---|---|
| 4_1_cts | 244 | 0.622 |
| 5_1_grt | 244 | 0.637 |
| 6_report | 244 | 0.609 |
| 2_1_floorplan | 143 | 0.322 |
| 3_5_place_dp | 233 | 0.326 |
| 3_3_place_gp | 233 | 0.326 |
layer usage:
metal	routed length [um]	track usage (%)	vias up
li1	-	-	587
met1	1450	18.5	505
met2	1250	17.5	24
met3	128	3.14	7
met4	87	3.27	0
met5	0	0	-
cells by family (layout without fill, tap and decap cells):
family,after synthesis,count (layout),synth area share [%]
xor+xnor,34,34,20.4
simple gates,67,67,27.7
buf+inv,5,52,1.80
fa+ha+maj,1,1,0.855
flops,36,36,49.3
where the power goes:
group / total [mW] / internal, mW / switching [mW]
clock: 0.304 / 0.185 / 0.119
combinational: 0.000000290 / 0 / 0
sequential: 0.305 / 0.305 / 0
total: 0.609 / 0.489 / 0.119
worst paths after layout:
| path | end | slack, ns | depth (start not counted) |
|---|---|---|---|
| setup reg to reg | Counter[35] | 2.90 | 5 |
| setup / recovery | CLKS_out[0] | 0.80 | 3 |
| hold / removal | Counter[1] | 0.43 | 1 |
| hold reg to reg | Counter[1] | 0.43 | 1 |
Power is estimated from default activity; no workload was simulated.
